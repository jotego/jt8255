`design/flow/config.mk`:
```
export PLATFORM = sky130hd
export DESIGN_NAME = jt8255
export DESIGN_NICKNAME = jt8255
export VERILOG_FILES = /design/flow/design.v
export SDC_FILE = /design/flow/constraint.sdc
export NUM_CORES = 4
export LEC_CHECK = 1
export CORE_UTILIZATION = 50
```
`design/flow/constraint.sdc`:
```
current_design jt8255

set clk_period 2.4
set clk_io_pct 0.2

create_clock -name clk0 -period $clk_period [get_ports {clk}]

set non_clock_inputs [all_inputs -no_clocks]
set_input_delay [expr $clk_period * $clk_io_pct] -clock clk0 $non_clock_inputs
set_output_delay [expr $clk_period * $clk_io_pct] -clock clk0 [all_outputs]
```
`design/flow/design.v`:
```
module jt8255(
    input               rst,
    input               clk,
    input       [1:0]   addr,
    input       [7:0]   din,
    output reg  [7:0]   dout,
    input               rdn,
    input               wrn,
    input               csn,
    input       [7:0]   porta_din,
    input       [7:0]   portb_din,
    input       [7:0]   portc_din,
    output reg  [7:0]   porta_dout,
    output reg  [7:0]   portb_dout,
    output      [7:0]   portc_dout
);
localparam ISINA=4, ISINB=1, ISINCL=0, ISINCH=3;  
localparam INTRA=3, OBFA=7, ACKA=6, STBA=4, IBFA=5,  
           INTRB=0, OBFB=1, ACKB=2, STBB=2, IBFB=1;
localparam INTEA_OBF=6, INTEA_IBF=4, INTEB=2;
reg  [6:0] ctrl;
reg  [7:0] latch_a, latch_b, latch_c, ldin;
wire       mode_b,
           isin_a, isin_b, isin_cl, isin_ch;  
wire [1:0] mode_a;
wire       write, read;
reg        last_write, last_read;
reg        inte_a_obf, inte_a_ibf, inte_b;
wire       acka, ackb, stba, stbb;
reg        last_acka, last_ackb, last_stba;
wire       last_stbb;
assign read   = !rdn && !csn;
assign write  = !wrn && !csn;
assign mode_b = ctrl[2];
assign mode_a = ctrl[6:5];
assign isin_a  = ctrl[ISINA];
assign isin_b  = ctrl[ISINB];
assign isin_cl = ctrl[ISINCL];
assign isin_ch = ctrl[ISINCH];
assign acka    = portc_din[ACKA];
assign stba    = portc_din[STBA];
assign ackb    = portc_din[ACKB];
assign stbb    = portc_din[STBB];  
assign last_stbb = last_ackb;
always @(posedge clk, posedge rst) begin
    if( rst ) begin
        ctrl       <= 7'h1b;
        latch_a    <= 8'hff;
        latch_b    <= 8'hff;
        latch_c    <= 8'hff;
        inte_a_ibf <= 0;
        inte_a_obf <= 0;
        inte_b     <= 0;
        last_write <= 0;
        last_acka  <= 0;
        last_ackb  <= 0;
        last_stba  <= 0;
    end else begin
        last_write <= write;
        last_acka  <= acka;
        last_ackb  <= ackb;
        last_stba  <= stba;
        ldin       <= din;
        if( !write && last_write ) begin
            case( addr )
                2'd0: begin  
                    if( !isin_a || mode_a[1] ) begin
                        latch_a <= ldin;  
                        if( mode_a!=0 ) begin
                            latch_c[OBFA] <= 0;
                            if(inte_a_obf) latch_c[INTRA] <= 0;   
                        end
                    end
                end
                2'd1: begin  
                    if( !isin_b ) begin
                        latch_b <= ldin;  
                        if( mode_b ) begin
                            latch_c[OBFB] <= 0;
                            if(inte_b) latch_c[INTRB] <= 0;   
                        end
                    end                end
                2'd2: begin
                    if( mode_b )
                        inte_b <= ldin[INTEB];
                    else
                        latch_c[2:0] <= ldin[2:0];
                    if( (mode_a==0 || (mode_a[0]&&isin_a)) )
                        latch_c[7:6] <= ldin[7:6];
                    if( mode_a==0 || (mode_a[0]&&!isin_a) )
                        latch_c[5:4] <= ldin[5:4];
                    if( mode_a==0 )
                        latch_c[3] <= ldin[3];
                    if( mode_a[1] || (mode_a[0] && isin_a) )
                        inte_a_ibf <= ldin[INTEA_IBF];
                    if( mode_a[1] || (mode_a[0] && !isin_a) )
                        inte_a_obf <= ldin[INTEA_OBF];
                end
                2'd3: begin
                    if( ldin[7] ) begin
                        ctrl <= ldin[6:0];
                        if( !ldin[ISINCL] ) latch_c[3:0] <= 0;
                        if( !ldin[ISINCH] ) latch_c[7:4] <= 0;
                        if( !ldin[ISINB]  ) latch_b <= 0;
                        if( !ldin[ISINA]  ) latch_a <= 0;
                        inte_a_ibf <= 0;
                        inte_a_obf <= 0;
                        inte_b     <= 0;
                        if( ldin[2] ) begin
                            latch_c[IBFB] <= ~ldin[ISINB];  
                            latch_c[INTRB]<= ~ldin[ISINB];
                        end
                        if( ldin[6:5]!=0 ) begin
                            latch_c[IBFA] <= 0;
                            latch_c[OBFA] <= 1;
                            latch_c[INTRA]<= 0;
                        end
                    end else begin
                        latch_c[ ldin[3:1] ] <= ldin[0];
                        if( ldin[3:1]==INTEA_OBF ) inte_a_obf <= ldin[0];
                        if( ldin[3:1]==INTEA_IBF ) inte_a_ibf <= ldin[0];
                        if( ldin[3:1]==INTEB ) inte_b <= ldin[0];
                    end
                end
            endcase
        end
        if( mode_b && isin_b && stbb && !last_stbb ) begin
            latch_c[IBFB] <= 1;
            if( inte_b ) latch_c[INTRB] <= 1;
        end
        if( (mode_a[1] || (mode_a[0] && isin_a)) && stba && !last_stba ) begin
            latch_c[IBFA] <= 1;
            if( inte_a_ibf ) latch_c[INTRA] <= 1;
        end
        if( mode_a!=0 ) begin
            if(!inte_a_ibf && !inte_a_obf) latch_c[INTRA] <= 0;
            if( (!isin_a || mode_a[1]) && acka && !last_acka ) begin
                latch_c[INTRA] <= 1;
                latch_c[OBFA]  <= 1;
            end
            if( (isin_a || mode_a[1]) && read && !last_read && addr==2'd0 ) begin
                latch_c[INTRA] <= 0;
                latch_c[IBFA]  <= 0;
            end
        end
        if( mode_b ) begin
            if(!inte_b) latch_c[INTRB] <= 0;
            if( !isin_b && ackb && !last_ackb ) begin
                latch_c[INTRB] <= 1;
                latch_c[OBFB]  <= 1;
            end
            if( isin_b && read && !last_read && addr==2'd1 ) begin
                latch_c[INTRB] <= 0;
                latch_c[IBFB]  <= 0;
            end
        end
    end
end
always @(posedge clk, posedge rst) begin
    if( rst ) begin
        dout      <= 8'hff;
        last_read <= 0;
    end else begin
        last_read <= read;
        if( read ) begin
            case( addr )
                2'd0: dout <= isin_a ? porta_din : latch_a;
                2'd1: dout <= isin_b ? portb_din : latch_b;
                2'd2: begin  
                    dout[7:4] <= isin_ch ? portc_din[7:4] : latch_c[7:4];
                    dout[3:0] <= isin_cl ? portc_din[3:0] : latch_c[3:0];
                    if( mode_b )
                        dout[2:0] <= { ackb, latch_c[1:0] };
                    if( mode_a!=0 )
                        dout[3] <= latch_c[INTRA];
                    if( (mode_a[0] && !isin_a) || mode_a[1] )
                        dout[5:4] <= { acka, latch_c[4] };
                    if( (mode_a[0] && isin_a) || mode_a[1] )
                        dout[7:6] <= { latch_c[OBFA], acka };
                end
                2'd3: dout <= { 1'b1, ctrl };
            endcase
        end
    end
end
assign portc_dout = latch_c;
always @(posedge clk) begin
    porta_dout <= isin_a ? porta_din : latch_a;
    portb_dout <= isin_b ? portb_din : latch_b;
end
endmodule
```
`design/flow/run.sh`:
```
#!/bin/bash
# OpenROAD 26Q1-2900-gdf79404cd8, Yosys 0.63+post, stock flow scripts
make -C /OpenROAD-flow-scripts/flow DESIGN_CONFIG=/design/flow/config.mk WORK_HOME=/design/flow/orfs finish
```
==> impl_metrics.py <==
# Generated from Yosys and OpenROAD reports
metrics = {
    "synthesis": {
        "top_area_cell": "dfstp_2",
        "ys_ff": 71,
        "synthesis.area_per_instance_sq_um": 9.69,
        "yosys_most_used_dff": "dfstp_2",
        "synth_cells": 377,
        "yosysUniqueCellTypes": 55,
        "ys_seq_share_pct": 48.8,
        "yosys-stat-area_sq_mm": 0.00365,
        "post-synth-top-count-cell": "o21ai_0",
        "syn-cell-area_sq_mm": 0.00365,
        "synth-async-reset-ratio_pct": 66.2,
        "synth.top_cells.by_area": "dfstp_2 26%, dfxtp_1 8.8%, dfrtp_1 7.5%",
        "ys_cells": 377,
        "synth_top_area_share_pct": 25.9,
        "yosys_warning_count": 1,
        "edf_count": 8,
        "commonest_cells_post_synth": "44 x o21ai_0, 36 x dfstp_2, 32 x nand2_1",
    },
    "drt": {
        "drt_pass1_iterations": 5,
        "drt_iter0_drc": 218,
        "postRouteAntennaNets": 0,
        "antennaDiodeCount": 0,
        "routed_wirelength_um": 9900,
        "via_count": 3264,
        "routed_length_per_placed_instance_um": 17.9,
        "vias_per_cell": 5.89,
        "drcViolationCount": 0,
    },
    "floorplan": {
        "die_y_um": 87.5,
        "floorplan.die_area_sq_mm": 0.00765,
        "pin_count": 71,
        "placeableCoreArea_sq_mm": 0.00691,
        "num_rows": 30,
        "die_x_um": 87.5,
        "floorplan.initialDensity_pct": 52.9,
    },
    "run_status": {
        "run_status": "finished, final reports clean",
    },
    "timing": {
        "timing_worst_slew_pin_value_ns": 0.605,
        "rsz0062_at_grt": "false",
        "report.final.hold_viol_count": 0,
        "timing.slew.headroom_pct": 59.5,
        "skew_ns": 0.0105,
        "finalWorstPathRequiredPeriod_ns": 2.09,
        "final_setup_vio_count": 0,
        "final-max-slew-violation-count": 0,
        "hold_slack_ns": 0.423,
        "max_frequency_mhz": 479,
        "final_min_period_over_clock_period_pct": 87.0,
        "timing.setup.tns_ns": 0,
    },
    "critical_path": {
        "startpoint_type": "flop",
        "worstPathArrival_ns": 2.33,
        "crit_path_max_fanout": 9,
        "crit_type": "reg -> reg",
        "crit_path_top_delay_cell": "ha_1",
        "worst_r2r_path_depth": 7,
        "critPathBufInv": 1,
        "cp_top_family": "adder cells",
        "critical_path_end_type": "flop",
        "cp_cell_sequence": "inv_1, ha_1, ha_1, and4_1, mux2_2, o2111ai_1, a22oi_1",
        "r2r_setup_slack_ns": 0.31,
        "worst_r2r_startpoint": "ldin[1]",
        "max_stage_delay_ns": 0.41,
        "critical_path_required_ns": 2.65,
        "worst_r2r_endpoint": "latch_c[0]",
        "crit_path_frequent_cell": "ha_1",
    },
    "power_and_ir_drop": {
        "power.ir.vdd_worst_mv": 0.367,
        "pwr_density_mw_per_mm2": 866,
        "leakagePower_nw": 1.85,
    },
    "clock_network": {
        "cts_max_level": 3,
        "clk-insertion-delay-late_ns": 0.34,
        "clockBufferDepth": 2,
        "post-cts-setup-buffer-count": 0,
        "postCtsResizedCells": 0,
        "cts-buffers-inserted": 9,
        "cts.reportedPaths.clkPinSlew_ns": 0.08,
        "clock-root-buffer": "clkbuf_8",
        "cts_tree": "done",
        "cts.sink_count": 71,
        "post_cts_hold_buffer_count": 0,
    },
    "grt": {
        "global_route.overflow_total": 0,
        "grt_start_max_net_pins": 40,
        "grt_antenna_before_repair": 0,
        "vias_in_the_first_global_route": 3219,
        "track_usage_pct": 29.1,
        "wire_length_of_the_first_global_routing_pass_um": 16100,
    },
    "placement": {
        "port-buffer-count": 70,
        "place.gp.congestion": 0.967,
        "detailed_place.area_sq_mm": 0.00452,
        "dp_hpwl_um": 6950,
    },
    "cells_and_area": {
        "design_area_sq_mm": 0.00474,
        "final_layout_size_suffix_gt1_share_pct": 21.8,
        "utilization_pct": 68.7,
        "area.growth.synth_to_final_pct": 29.8,
    },
    "hold_path": {
        "holdCritPathClass": "in -> async",
    },
    "flow_run": {
        "count_of_tool_warnings": 29,
        "max-cap-violations": 0,
    },
}
==> how the worst max path moves through the flow <==
stage	from	cells after the start	endpoint
final	ldin[1]	7	latch_c[0]
after global routing	ldin[1]	7	latch_c[0]
after CTS	ldin[1]	7	latch_c[0]
==> registers in the layout, summed over array words and instances, names as in the netlist <==
name	count
last_ackb	1
ldin	8
inte_a_obf	1
inte_b	1
inte_a_ibf	1
last_acka	1
dout	8
portb_dout	8
latch_b	8
last_write	1
latch_c	8
last_stba	1
last_read	1
latch_a	8
porta_dout	8
ctrl	7
==> report_power, final <==
part / internal, mW / switching [mW]
Clock: 0.599 / 0.481
Combinational: 0.694 / 0.462
Sequential: 1.61 / 0.263
==> layout make-up <==
class | instances | area (sq um)
multi-input combinational | 266 | 1710
sequential | 71 | 1780
timing repair buffer | 89 | 843
inverter | 16 | 60.1
tap | 96 | 120
clock inverter | 7 | 101
clock buffer | 9 | 124
fill | 554 | 2160
==> cell usage in the layout, fill, tap and decap left out, types with 3 or more instances in the layout <==
cell type	n
clkdlybuf4s50_1	70
o21ai_0	44
dfstp_2	36
nand2_1	32
nor2_1	29
mux2_2	22
buf_4	19
a21oi_1	17
dfxtp_1	16
inv_1	14
nand3_1	12
dfrtp_1	11
nor2b_1	10
nor3_1	9
clkbuf_8	9
edfxtp_1	8
a31oi_1	7
o22ai_1	7
a22o_1	6
a21o_1	6
a32o_1	5
ha_1	5
nand2b_1	4
mux2i_1	4
a211oi_1	4
a221oi_1	3
o31ai_1	3
nor3b_1	3
inv_6	3
==> stage by stage <==
step / setup WS (ns) / cells / total power [mW]
after floorplan: 0.113 / 377 / 2.43
after detailed placement: 0.129 / 538 / 3.03
final: 0.311 / 554 / 4.10
after CTS: 0.324 / 554 / 4.12
after global placement: 0.144 / 538 / 3.01
after global routing: 0.178 / 554 / 4.34
==> kinds of logic after synthesis <==
kind of cell	after synthesis	synth area share [%]
AND-OR/OR-AND	120	21.0
adder cells (fa/ha/maj)	5	1.71
buffers and inverters	40	4.35
flip-flops	71	48.8
multiplexers	29	9.32
AND/OR/NAND/NOR	112	14.8
==> worst register-to-register path, delay by kind of cell (launching register included) <==
| family | cells | cell delay [ns] |
|---|---|---|
| simple gates | 1 | 0.25 |
| compound gates | 2 | 0.33 |
| buf+inv | 1 | 0.10 |
| fa+ha+maj | 2 | 0.62 |
| mux | 1 | 0.34 |
| flops | 1 | 0.36 |
==> metal layers <==
layer  track usage (%)  wire length, um  vias up  part of all wire (%)
li1                  -                -     1529                     -
met1              46.2             4420     1549                    45
met2              42.3             4460      168                    45
met3              6.54              832       18                   8.4
met4              8.64              197        0                   2.0
met5                 0                0        -                     0
Power is estimated from default activity; no workload was simulated.
